**flow/run.sh**
```bash
#!/bin/bash
# OpenROAD 26Q1-2900-gdf79404cd8, Yosys 0.63+post, stock flow scripts
make -C /OpenROAD-flow-scripts/flow DESIGN_CONFIG=/design/flow/config.mk WORK_HOME=/design/flow/orfs finish
```
**flow/config.mk**
```make
export PLATFORM = sky130hd
export DESIGN_NAME = ALU
export DESIGN_NICKNAME = ALU
export VERILOG_FILES = /design/flow/design.v
export SDC_FILE = /design/flow/constraint.sdc
export NUM_CORES = 4
export LEC_CHECK = 1
export CORE_UTILIZATION = 50
```
**flow/design.v**
```verilog
`timescale 1ns / 1ps
module ALU(BusW, Zero, BusA, BusB, ALUCtrl);
input wire [31:0] BusA, BusB;
output reg [31:0] BusW;
input wire [3:0] ALUCtrl ;
output wire Zero ;
wire less;
assign less = ({1'b0,BusA} < {1'b0,BusB}  ? 1'b1 : 1'b0);  
assign Zero = ((BusW==0)  ? 1'b1 : 1'b0);  
always@(*)begin	
	case (ALUCtrl)
	4'b0000: BusW <= (BusA & BusB);
	4'b0001:  BusW <= (BusA | BusB);
	4'b0010: BusW <= BusA + BusB;
	4'b1000:BusW <= BusA + BusB;
	4'b0011: BusW <= BusB<<BusA;
	4'b0100: BusW <= BusB>>BusA;
	4'b0110: BusW <= BusA-BusB;
	4'b1001:BusW <= BusA-BusB;   
	4'b1010:BusW <= BusA^BusB;
	4'b1100:BusW <= ~(BusA|BusB);
	4'b0111:   begin
                if (BusA[31] != BusB[31]) begin
                          if (BusA[31] > BusB[31]) begin
                                        BusW <= 32'd1;
                                    end 
                          else begin
                                        BusW <= 0;
                                    end
                     end 
               else begin
                       if (BusA < BusB)
                            begin
                                BusW <= 32'd1;
                            end
                        else
                            begin
                                BusW <= 0;
                            end
                end
            end
	4'b1011:  begin
               if (less==1)
               BusW <= 32'd1;
               else
               BusW <= 32'd0;
            end
	4'b1101: BusW <=   $signed(BusB)>>>(BusA);
	4'b1110: BusW <= {BusB[15:0],16'd0};
	default:BusW <= 32'd0;
	endcase
end
endmodule
```
**flow/constraint.sdc**
```tcl
current_design ALU

set clk_period 15.1
set clk_io_pct 0.2

create_clock -name clk0 -period $clk_period

set non_clock_inputs [all_inputs -no_clocks]
set_input_delay [expr $clk_period * $clk_io_pct] -clock clk0 $non_clock_inputs
set_output_delay [expr $clk_period * $clk_io_pct] -clock clk0 [all_outputs]
```
==> out/metrics.cfg <==
[worst_setup_path]
crit_path_max_fanout = 8
timing.critical_path.slowest_stage_cell = sky130_fd_sc_hd__a211oi_1
critical-path-top-cell-by-count = sky130_fd_sc_hd__clkdlybuf4s50_1
worst-endpoint-required_ns = 12.08
max_stage_delay_ns = 0.81
crit_chain = clkdlybuf4s50_1 -> ha_1 -> inv_1 -> fa_1 -> nor2b_1 -> o311ai_1 -> a31oi_1 -> a211oi_1 -> o21ai_0 -> nand2_1 -> o2111a_1 -> o221ai_1 -> or4_1 -> nor4_1 -> and4b_1 -> clkdlybuf4s50_1
critPathTopFamily = AND-OR/OR-AND gates
cp.arrival_ns = 8.63
setup.worst_path.class = in -> out
crit_path_end_kind = output port
critical_path.startpoint_type = primary input
worst-path-buf-inv = 3

[finish]
fillerInstances = 1921
final-instance-count-excl-fill = 1797
seq_cells = 0
final_layout_size_suffix_gt1_share_pct = 10.3
postLayoutCoreUtil_pct = 57.2
area.sequential_um2 = 0
logic_area_um2 = 9620
final.clkbuf_count = 0
area.growth.synth_to_final_pct = 11.3

[hold_path]
min_path_type = in -> out
holdPathEnd = BusW[18]
hold-path-cell-count = 6
holdCritStartpoint = BusA[1]

[synthesis]
top_area_cells_in_the_synthesized_netlist = sky130_fd_sc_hd__ha_1 (12%), sky130_fd_sc_hd__mux4_2 (11%), sky130_fd_sc_hd__nand2_1 (5.9%)
postSynthCellCount = 1504
warnings_synthesis = 1
synthesis.area_per_instance_um2 = 6.97
synthDominantAreaCellType = sky130_fd_sc_hd__ha_1
synth.top_cell.area_share_pct = 11.9
ys_seq_share_pct = 0
synth.yosys.chip_area_um2 = 10500
synth_area_um2 = 10500
yosys_cells = 1504
synth_cell_types = 87

[drt]
drt-vias-per-instance = 7.70
totalWireLength_mm = 57.8
remaining_routing_drc_violations = 0
iteration_0_drc_markers = 1851
wl_per_cell_um = 32.2
drt.antenna.violating_nets = 0
firstDrtPassIters = 9
route.vias.total = 13800

[run]
openroad.warnings = 101
cap_violations = 0

[global_route]
pin_count_of_the_biggest_net_entering_global_routing = 62
grt_antenna_before_repair = 1
globalRoute.totalOverflow = 0
first_pass_grt_wire_length_mm = 83.0
first_global_vias = 12400
groute.usage.overall_pct = 53.7

[sta]
fin_crit_sh_pct = 77.2
report.final.hold_viol_count = 0
tns_ns = 0
finalMaxSlewViolations = 0
tmin_final_ns = 11.65
worst_slew_margin_rel_pct = 23.9
worst_pin_slew_ns = 1.11
clock.fmax_mhz = 85.8
setup_violations = 0
rsz0062_at_grt = false

[pwr]
cellInternalPower_uw = 174
power.switching_fraction_pct = 62.4
power.leakage_uw = 0.00455
ir_worst_vdd_mv = 0.0206
fin_total_pwr_uw = 464
power.density_nw_per_um2 = 39.7
power.switching_uw = 289

[clocking]
post_cts.resized_instances = 0
postCtsSetupBuffers = 0
post_cts_hold_fix_buffer_tally = 0

[floorplan]
area_of_the_die_um2 = 21600
die_width_um = 147
placement_rows = 52
die-height_um = 147
design.portCount = 101
floorplan.core_area_um2 = 20400
fp-utilization_pct = 51.3

[status]
outcome = finished clean

[placed_design]
placement.io_buffers = 101
place_hpwl_mm = 44.4
placed_cells = 1794
gp_routability_congestion = 1.18

## through the flow
step	setup WS [ns]	hold WS [ns]	area (um2)
floorplan	4.71	6.23	10500
global placement	3.89	7.37	11700
detailed placement	3.81	7.37	11700
CTS	3.78	7.37	11700
global route	3.30	7.42	11700
finish	3.45	7.40	11700
## synthesized netlist by cell type, types with 11 or more instances
cell type	n
sky130_fd_sc_hd__a2111oi_0	17
sky130_fd_sc_hd__a211o_1	11
sky130_fd_sc_hd__a211oi_1	26
sky130_fd_sc_hd__a21o_1	14
sky130_fd_sc_hd__a21oi_1	105
sky130_fd_sc_hd__a221o_1	12
sky130_fd_sc_hd__a221oi_1	15
sky130_fd_sc_hd__a22oi_1	28
sky130_fd_sc_hd__a31oi_1	20
sky130_fd_sc_hd__and2_1	13
sky130_fd_sc_hd__buf_1	12
sky130_fd_sc_hd__buf_2	19
sky130_fd_sc_hd__clkbuf_1	90
sky130_fd_sc_hd__ha_1	100
sky130_fd_sc_hd__inv_1	88
sky130_fd_sc_hd__mux2_2	20
sky130_fd_sc_hd__mux2i_1	49
sky130_fd_sc_hd__mux4_2	50
sky130_fd_sc_hd__nand2_1	165
sky130_fd_sc_hd__nand3_1	37
sky130_fd_sc_hd__nand4_1	13
sky130_fd_sc_hd__nor2_1	123
sky130_fd_sc_hd__nor2b_1	18
sky130_fd_sc_hd__nor3_1	57
sky130_fd_sc_hd__nor4_1	18
sky130_fd_sc_hd__o211ai_1	28
sky130_fd_sc_hd__o21ai_0	77
sky130_fd_sc_hd__o221ai_1	12
sky130_fd_sc_hd__o22ai_1	26
sky130_fd_sc_hd__or2_2	11
## layout make-up
| cell class | instances | area share (%) |
|---|---|---|
| Antenna cell | 3 | 0.0643 |
| Timing Repair Buffer | 150 | 11.7 |
| Multi-Input combinational cell | 1281 | 82.4 |
| Inverter | 93 | 2.99 |
| Tap cell | 270 | 2.89 |
## routing by layer
| layer | global-route usage [%] | vias up | wire (um) |
|---|---|---|---|
| li1 | - | 5871 | - |
| met1 | 70.1 | 6310 | 20700 |
| met2 | 73.6 | 1356 | 22600 |
| met3 | 22.8 | 305 | 9710 |
| met4 | 32.3 | 2 | 4730 |
| met5 | 1.14 | - | 19 |
## worst max-delay path by stage
stage | startpoint | endpoint | slack [ns] | cells past startpoint
final | BusB[0] | Zero | 3.45 | 16
after global routing | BusB[0] | Zero | 3.30 | 16
after CTS | BusB[0] | Zero | 3.78 | 16
## cells by family after synthesis
family | Yosys count | synth area share (%)
buffers and inverters | 223 | 8.71
AOI/OAI and AO/OA | 527 | 35.5
muxes | 123 | 18.4
xor gates and xnor gates | 12 | 1.00
and+or+nand+nor | 517 | 24.0
adders and majority gates | 102 | 12.3
## power by group through the flow
stage,Combinational [uW],Clock (uW),Sequential [uW]
after CTS,439,0,0
after global routing,480,0,0
## layout by cell type (no fill, tap or decap), drive strengths merged, types with 18 or more instances in the layout
master         synthesis  routed
a211oi                26      26
a21oi                105     105
a22oi                 28      28
a31oi                 20      20
buf                   40      53
clkdlybuf4s50          0      97
ha                   100     100
inv                   89      89
mux2                  21      21
mux2i                 49      49
mux4                  53      53
nand2                165     165
nand3                 37      37
nor2                 123     123
nor2b                 18      18
nor3                  57      57
nor4                  21      21
o211ai                28      28
o21ai                 79      79
o22ai                 26      26
Power is estimated from default activity; no workload was simulated.

==> flow/design.v <==
`timescale 1ns / 1ps
module RegisterFile(BusA, BusB, BusW, RA, RB, RW, RegWr, Clk);
  output [31:0] BusA, BusB;
  input [31:0] BusW;
  input [4:0] RA, RB, RW;
  input RegWr;
  input Clk;
  reg [31:0] registers [31:0];
  assign  BusA = (RA==0) ? 32'd0:registers[RA];
  assign  BusB = (RB==0) ? 32'd0:registers[RB];
  always @ (posedge Clk) 
  begin
    if(RegWr) begin
      if (RW != 5'd0)
        registers[RW] = BusW;
 end 
  end
endmodule
==> flow/run.sh <==
#!/bin/bash
# OpenROAD 26Q1-2900-gdf79404cd8, Yosys 0.63+post, stock flow scripts
make -C /OpenROAD-flow-scripts/flow DESIGN_CONFIG=/design/flow/config.mk WORK_HOME=/design/flow/orfs finish
==> flow/config.mk <==
export PLATFORM = sky130hd
export DESIGN_NAME = RegisterFile
export DESIGN_NICKNAME = RegisterFile
export VERILOG_FILES = /design/flow/design.v
export SDC_FILE = /design/flow/constraint.sdc
export NUM_CORES = 4
export LEC_CHECK = 1
export CORE_UTILIZATION = 30
==> flow/constraint.sdc <==
current_design RegisterFile

set clk_period 7.4
set clk_io_pct 0.2

create_clock -name clk0 -period $clk_period [get_ports {Clk}]

set non_clock_inputs [all_inputs -no_clocks]
set_input_delay [expr $clk_period * $clk_io_pct] -clock clk0 $non_clock_inputs
set_output_delay [expr $clk_period * $clk_io_pct] -clock clk0 [all_outputs]
==> run notes <==
Results of the run.

The area growth from synthesis to final layout is 15.6%. For this run, the number of Yosys warnings is 1. The initial DRC count is between 1500 and 2000. Entering global routing, the biggest net connects 77 pins. Per the OpenROAD floorplan log, the width of the die is between 400 and 500 um. The detailed router placed roughly 28000 vias in this run. The register with the most flip-flops in the layout has between 1000 and 1500 of them. The peak supply drop is 0.168 mV. The share of the Yosys chip area taken by registers is between 60 and 70%. The post-synthesis cell count is 2564.

The leftover overflow at the end of global routing is 0. The count of unresolved DRC violations after routing is 0. The hold buffer count at cts is 0. The worst setup path is launched from a primary input.

The routability congestion estimate from global placement is slightly below 0.9. Setup repair after global routing left no endpoint under its margin. The sort of element at the end of the critical path is an output port.

In the post-synthesis netlist, the biggest area contributors are edfxtp_1, mux4_2, mux2i_1. In this run the power density over the cells is 231 nW/um2. The number of clock buffers added by TritonCTS is slightly below 100. The flow ran to the end, and the final reports show no timing, DRC or antenna violations. The average wire length per cell after detail routing is between 30 and 40 um. Per the timing report, the achievable frequency comes out to around 160 MHz. The relative slew slack is between 30% and 40%.

The HPWL after detailed placement is ~88 mm. The clock tree from TritonCTS is done. The post-synth register bit count is 1024. For this run, the chip area from Yosys synthesis comes to between 40000 and 50000 um2.

The post-cts sizing count is 0. Looking at the post-CTS report, the setup buffer insertion count equals 0. The distinct cell type count of the synthesized netlist is 39. Per the detailed placement report, the placed cell area equals 52100 um2. Global routing used between 20% and 30% of the available tracks across all layers. The standard cell core area is ~160000 um2.

Counting flops with an async set or reset pin after synthesis yields a share of 0%. In this run, synthesis inferred about 1000 flip-flops with an integrated enable. Per the timing report, the biggest fanout along the worst path comes to 17. The number of H-tree levels is 3. The end-of-flow timing check tallies setup violations at 0.

The final wirelength is between 150 and 200 mm. The post-CTS clock slew at the launch and capture registers of the worst setup and hold paths is approximately 60 ps. Dividing the final minimum period by the clock period gives between 80% and 90%. The class of the tightest hold or removal check is primary input to flop. In the routed netlist, the antenna diode instances number 0. The static leakage is between 0.015 and 0.02 uW.

The max-cap check violation count is 0. CTS saw 1024 sinks. The script logs the ratio of routed vias to standard cells as 5.63. The post-synthesis instance area is 47900 um2. The critical path data arrival time is just under 5000 ps. The most frequently used flop master after synthesis is edfxtp_1. The number of nets still failing antenna checks after routing is 0. The post-placement cell count is 4712. The maximum count of clock buffers along a single path is 3. The finished layout holds 4898 standard cells, fillers aside. The I/O pin count is ~110. Of all cell types, the one taking the most synthesized area is edfxtp_1. The chip area is ~160000 um2. According to the timing report, the data required time at the worst endpoint equals ~6000 ps. Warnings raised by the tools during the run amount to 26.

The via count of the first global-routing pass came to between 30000 and 40000. The final design instance area without fill is around 55000 um2. The first global-routing pass estimated 216 mm of wire. In the final report, the number of pins over their slew limit comes to 0. The floorplan has about 150 rows. The clock period minus worst slack is ~6300 ps.

Adding up every negative setup slack in the final design gives 0 ps. The mean instance size in the synthesized netlist is 18.7 um2. The yosys cell count is 2564. The critical path class is primary input to output port.

The number of antenna violations at the first check in global routing was 5. The number of detailed-route iterations in the first pass is 5. The clock tree root driver cell is clkbuf_16.

Port buffering added approximately 110 buffers. Cells with a size suffix above 1 make up 27.2% of the layout. The actual slew at the worst max-slew pin is between 1000 and 1500 ps.

Counting endpoints that fail hold in the final report gives 0. The initial cell density of the core is a little under a third. In this run the vertical extent of the chip is 402 um. Of the post-synthesis cell area, the dominant cell type holds ~64%.
[cells in the mapped netlist, types with 16 or more instances]
master,count
a22oi_1,64
clkbuf_1,98
mux4_1,36
mux2_2,64
nor2b_1,37
mux2i_1,320
nand2_1,85
edfxtp_1,1024
mux4_2,316
nand4_1,32
a311oi_1,32
buf_2,50
a21oi_1,32
a211oi_1,53
buf_4,53
o221ai_1,64
a221oi_2,16
o21ai_0,50
nor2_1,36
a221oi_1,38
[layout by cell type, fill, tap and decap left out, types with 4 or more instances in the layout]
master | netlist | final
o221ai_1 | 64 | 64
clkbuf_16 | 0 | 101
conb_1 | 1 | 32
inv_6 | 0 | 7
a21oi_1 | 32 | 32
nand4_1 | 32 | 32
o2111ai_1 | 10 | 10
a211oi_1 | 53 | 53
clkinvlp_4 | 0 | 8
buf_4 | 53 | 137
a22oi_1 | 64 | 64
clkinv_1 | 0 | 26
a221oi_1 | 38 | 38
o21ai_1 | 4 | 4
a211oi_2 | 11 | 11
mux4_2 | 316 | 316
nor2_4 | 0 | 33
nor2b_1 | 37 | 32
o21ai_0 | 50 | 50
mux2i_1 | 320 | 320
clkinv_2 | 0 | 18
mux4_1 | 36 | 36
or3b_2 | 5 | 4
buf_12 | 0 | 12
a311oi_1 | 32 | 32
edfxtp_1 | 1024 | 1024
nor2b_4 | 0 | 5
mux2_2 | 64 | 64
clkbuf_1 | 98 | 11
nand2_1 | 85 | 85
bufinv_16 | 0 | 9
buf_8 | 0 | 4
clkdlybuf4s50_1 | 0 | 102
nand3b_1 | 6 | 6
a221oi_2 | 16 | 16
[final timing paths]
check / slack [ps] / to / depth (start not counted) / start
max: 1050 / BusA[26] / 6 / RA[3]
min: 1570 / registers[31][21]$_DFFE_PP_ / 2 / BusW[21]
[cells by family after synthesis]
family | Yosys count | share of synthesized area, %
and+or+nand+nor | 212 | 2.18
DFF | 1024 | 64.2
AOI/OAI and AO/OA | 374 | 6.15
other | 1 | 0.00783
buffers and inverters | 217 | 2.44
muxes | 736 | 25.0
[cell type report]
type                    count  area (um2)
well taps                2072        2590
clock inverters            74         653
multi-input cells        1354       16400
repair buffers            260        2390
inverters                   2        10.0
clock buffers             112        2570
flip-flops and latches   1024       30700
fillers                 14500      103000
[worst max-delay path, stage by stage]
cell and delay (ps):
buf_2 470, buf_4 360, and2_2 730, a22oi_1 270, a311oi_1 890, clkdlybuf4s50_1 620
[routing by layer]
metal,vias up,GRT usage (%),wire length [um]
met5,-,1.93,367
met4,20,6.03,5910
met3,313,17.1,28600
met2,1988,30.2,70800
met1,13900,20.9,47000
li1,11400,-,-
[metrics by stage]
stage,power (uW),hold WS (ps),worst slack [ps],util (%)
final,12800,1570,1050,35.0
after floorplan,7270,1580,3030,-
after global placement,7810,2300,1100,32.9
after detailed placement,7810,2310,1030,32.9
after global routing,13100,1620,1040,35.0
after CTS,12800,1550,1010,35.0
[report_power, final]
group	internal (uW)	switching (uW)	total, uW
Combinational	505	685	1190
Sequential	6470	34.1	6500
Clock	2820	2250	5070
Power and IR drop assume default switching activity.

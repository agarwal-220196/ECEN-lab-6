### design/flow/config.mk
export PLATFORM = sky130hd
export DESIGN_NAME = DataMemory
export DESIGN_NICKNAME = DataMemory
export VERILOG_FILES = /design/flow/design.v
export SDC_FILE = /design/flow/constraint.sdc
export NUM_CORES = 4
export LEC_CHECK = 1
export CORE_UTILIZATION = 40
### design/flow/constraint.sdc
current_design DataMemory

set clk_period 22.5
set clk_io_pct 0.2

create_clock -name clk0 -period $clk_period [get_ports {clk}]

set non_clock_inputs [all_inputs -no_clocks]
set_input_delay [expr $clk_period * $clk_io_pct] -clock clk0 $non_clock_inputs
set_output_delay [expr $clk_period * $clk_io_pct] -clock clk0 [all_outputs]
### design/flow/design.v
`timescale 1ns / 1ps
module DataMemory (
output reg [31:0] read_data,       
input  [31:0] addr,           
input  [31:0] write_data,     
input   memread,
input   memwrite,
input   clk                   
);
reg [7:0] MEMO[128:0];   
always @(negedge clk) begin
  if (memwrite == 1'b1) begin
    {MEMO[addr],MEMO[addr+1],MEMO[addr+2],MEMO[addr+3]} = write_data;
  end
end 
always @(posedge clk) begin
  if (memread == 1'b1) begin
    read_data[31:0] =  {MEMO[addr],MEMO[addr+1],MEMO[addr+2],MEMO[addr+3]};
  end
end
endmodule
### design/flow/run.sh
#!/bin/bash
# OpenROAD 26Q1-2900-gdf79404cd8, Yosys 0.63+post, stock flow scripts
make -C /OpenROAD-flow-scripts/flow DESIGN_CONFIG=/design/flow/config.mk WORK_HOME=/design/flow/orfs finish
==> flow_summary.json <==
{
  "hpwl_um": 413000,
  "worst_clock_skew_ns": 0.0783,
  "grt_pass1_wl_um": 794000,
  "post_route_drc_violation_count": 0,
  "final_max_slew_viol_count": 4,
  "routabilityCongestion": 1.14,
  "top_cell_area_share_pct": 31.0,
  "critical_path.max_stage_delay_ns": 0.93,
  "tritoncts_buffer_count": 149,
  "power.static_leakage_nw": 48.1,
  "crit_top_cell": "sky130_fd_sc_hd__buf_4",
  "violated_checks": "capacitance limit, slew limit",
  "cap_viol_max_count": 1,
  "drive_gt1_share_pct": 25.0,
  "cts_root_buf": "sky130_fd_sc_hd__clkbuf_16",
  "detailedRoute.firstPassIterationCount": 10,
  "hold_path.class": "input port to flip-flop",
  "dieArea_um2": 260000,
  "synthMostInstantiatedCell": "sky130_fd_sc_hd__mux2i_1",
  "dr_total_vias": 97981,
  "totalWireLength_um": 595000,
  "crit_chain": "buf_16 -> inv_2 -> ha_1 -> xnor2_2 -> buf_4 -> nor2_1 -> nand2_1 -> buf_4 -> o2111ai_1",
  "postSynthRegisterBits": 1064,
  "cts_resized": 0,
  "total_standard_cell_area_after_synthesis_um2": 103000,
  "power_density_nw_per_um2": 62.8,
  "warning_count": 1066,
  "synth_async_sr_flop_share_pct": 0,
  "post_cts.repair.setup_buffers": 0,
  "clk_pin_slew_ns": 0.06,
  "postCtsHoldBufs": 0,
  "timing.setup.tns_ns": 0,
  "max_slew.worst_pin.slew_ns": 1.62,
  "synthTopCellsByArea": "sky130_fd_sc_hd__edfxtp_1 (31%), sky130_fd_sc_hd__mux4_2 (23%), sky130_fd_sc_hd__mux2i_1 (12%)",
  "vias_per_cell": 7.10,
  "max_slew_headroom_pct": -8.63,
  "grt_use_total_pct": 48.2,
  "worstReg2RegStart": "MEMO[117][3]",
  "yosys_most_used_dff": "sky130_fd_sc_hd__edfxtp_1",
  "critical_path_at_ns": 9.51,
  "rows": 186,
  "clk_sinks": 1064,
  "ys_cells": 9522,
  "synthDominantAreaCellType": "sky130_fd_sc_hd__edfxtp_1",
  "critical-path-top-delay-family": "buffers and inverters",
  "dieWidth_um": 510,
  "ys_area_um2": 103000,
  "cts_htree_levels": 4,
  "place.port_buffers": 74,
  "syn-instance-count": 9522,
  "global_route.overflow_total": 0,
  "final_hold_fails": 0,
  "unrepaired_setup_endpoints_after_global_routing": "false",
  "floorplan.core_util_pct": 40.2,
  "syn_to_final_growth_pct": 14.6,
  "status": "complete, but fails checks",
  "ys_seq_share_pct": 31.0,
  "critical_path_class": "input port to flip-flop",
  "number_of_buffer_and_inverter_stages_on_the_critical_path": 4,
  "core_um2": 257000,
  "edf_count": 1064,
  "endpoint_kind_of_the_worst_setup_timing_path": "flip-flop",
  "timing.final.setup_violations": 0,
  "total_power_mw": 7.42,
  "crit_fanout": 80,
  "io_pins": 99,
  "crit_path_start": "addr[0]",
  "cts_tree": "yes",
  "holdCritStartpoint": "memread",
  "grt_antenna_before_repair": 64,
  "clock_tree.buffer_depth": 3,
  "ant_nets": 0,
  "pin_count_of_the_biggest_net_entering_global_routing": 105,
  "ys_types": 77,
  "grt_pass1_vias": 94281,
  "peakVddDrop_mv": 0.0844,
  "die_h_um": 510,
  "crit_required_ns": 11.64,
  "critical-path-slowest-cell": "sky130_fd_sc_hd__o2111ai_1",
  "wire_per_inst_um": 43.1,
  "detail_route.iter0.violations": 11222,
  "clk-insertion-delay-late_ns": 0.85,
  "timing.critical_path.from_type": "input port",
  "synthTopCellsByCount": "sky130_fd_sc_hd__mux2i_1 (1236), sky130_fd_sc_hd__nor2_1 (1123), sky130_fd_sc_hd__edfxtp_1 (1064)",
  "postSynthAreaPerCell_um2": 10.8,
  "synth_warnings": 1
}
-- flip-flops by register name, summed over array words and instances, names as in the netlist --
register and flops:
MEMO 1032, read_data 32
-- placed cells by master, fill, tap and decap left out, types with 226 or more instances in the layout --
cell	Yosys	final
sky130_fd_sc_hd__mux2_2	393	393
sky130_fd_sc_hd__nand2_1	672	662
sky130_fd_sc_hd__inv_1	23	1079
sky130_fd_sc_hd__nor2_1	1123	1108
sky130_fd_sc_hd__mux2i_1	1236	1236
sky130_fd_sc_hd__nand3_1	226	226
sky130_fd_sc_hd__edfxtp_1	1064	1064
sky130_fd_sc_hd__a21oi_1	325	325
sky130_fd_sc_hd__a211oi_1	676	674
sky130_fd_sc_hd__a21o_1	649	649
sky130_fd_sc_hd__mux4_2	1037	1037
sky130_fd_sc_hd__buf_4	67	655
-- path summary, 6_finish.rpt --
path / endpoint / cells past startpoint / slack, ns
setup / recovery: MEMO[113][6] / 9 / 2.13
hold reg to reg: read_data[19] / 1 / 12.14
hold / removal: read_data[30] / 2 / 4.29
setup reg to reg: read_data[27] / 7 / 7.44
-- kinds of logic (layout without fill, tap and decap cells) --
group	Yosys count	after routing	synth area share (%)
compound gates	2096	2096	14.1
buf+inv	1232	2074	5.07
other cells	0	56	0
mux	2682	2682	39.1
simple gates	2410	2410	10.3
fa+ha+maj	9	9	0.109
flops	1064	1064	31.0
xor+xnor	29	29	0.301
-- layer usage --
metal	vias up	routed length (um)	GRT usage, %	part of all wire, %
met4	88	48200	31.6	8.1
met2	8784	236000	60.4	40
li1	38994	-	-	-
met1	48194	195000	55.7	33
met3	1921	113000	37.6	19
met5	-	3360	10.7	0.56
-- report_power, final --
| part | switching (mW) | leakage [nW] | internal (mW) |
|---|---|---|---|
| clock | 1.57 | 8.12 | 1.85 |
| sequential | 0.0264 | 9.60 | 2.23 |
| combinational | 1.18 | 30.4 | 0.570 |
-- area by class of cell --
cell class | count | area [um^2]
antenna | 56 | 140
clock buffer | 163 | 3950
clock inverter | 1144 | 5260
fill | 22842 | 138000
inverter | 27 | 105
multi-input combinational | 7226 | 66700
sequential | 1064 | 32000
tap | 3384 | 4230
timing repair buffer | 740 | 5950
-- through the flow --
step                std cells  utilization (%)  setup WS [ns]  hold WS (ns)  cell area [um^2]
finish                  13804             46.1           2.13          4.29            118000
global route            13765             46.0           2.37          4.31            118000
CTS                     13748             46.0           2.60          4.27            118000
detailed placement      12442             42.4           1.79          5.15            109000
global placement        12442             42.4           1.81          5.14            109000
floorplan                9522                -           2.84          4.61            103000
Power is estimated from default activity; no workload was simulated.
